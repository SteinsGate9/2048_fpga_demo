==> design.v <==
`timescale 1ns / 1ps
module Counter(
input [63:0]num,
output [31:0]score
    );
wire [63:0]countnum;
assign countnum[3:0]=(num[3:0]==4'b0 || num[3:0]==4'b1100)?4'b0:num[3:0];
assign countnum[7:4]=(num[7:4]==4'b0 || num[7:4]==4'b1100)?4'b0:num[7:4];
assign countnum[11:8]=(num[11:8]==4'b0 || num[11:8]==4'b1100)?4'b0:num[11:8];
assign countnum[15:12]=(num[15:12]==4'b0 || num[15:12]==4'b1100)?4'b0:num[15:12];
assign countnum[19:16]=(num[19:16]==4'b0 || num[19:16]==4'b1100)?4'b0:num[19:16];
assign countnum[23:20]=(num[23:20]==4'b0 || num[23:20]==4'b1100)?4'b0:num[23:20];
assign countnum[27:24]=(num[27:24]==4'b0 || num[27:24]==4'b1100)?4'b0:num[27:24];
assign countnum[31:28]=(num[31:28]==4'b0 || num[31:28]==4'b1100)?4'b0:num[31:28];
assign countnum[35:32]=(num[35:32]==4'b0 || num[35:32]==4'b1100)?4'b0:num[35:32];
assign countnum[39:36]=(num[39:36]==4'b0 || num[39:36]==4'b1100)?4'b0:num[39:36];
assign countnum[43:40]=(num[43:40]==4'b0 || num[43:40]==4'b1100)?4'b0:num[43:40];
assign countnum[47:44]=(num[47:44]==4'b0 || num[47:44]==4'b1100)?4'b0:num[47:44];
assign countnum[51:48]=(num[51:48]==4'b0 || num[51:48]==4'b1100)?4'b0:num[51:48];
assign countnum[55:52]=(num[55:52]==4'b0 || num[55:52]==4'b1100)?4'b0:num[55:52];
assign countnum[59:56]=(num[59:56]==4'b0 || num[59:56]==4'b1100)?4'b0:num[59:56];
assign countnum[63:60]=(num[63:60]==4'b0 || num[63:60]==4'b1100)?4'b0:num[63:60];
assign score=2**countnum[3:0]+2**countnum[7:4]+2**countnum[11:8]+2**countnum[15:12]+
				2**countnum[19:16]+2**countnum[23:20]+2**countnum[27:24]+2**countnum[31:28]+
				2**countnum[35:32]+2**countnum[39:36]+2**countnum[43:40]+2**countnum[47:44]+
				2**countnum[51:48]+2**countnum[55:52]+2**countnum[59:56]+2**countnum[63:60];
endmodule
==> run.sh <==
#!/bin/bash
# OpenROAD 26Q1-2900-gdf79404cd8, Yosys 0.63+post, stock flow scripts
make -C /OpenROAD-flow-scripts/flow DESIGN_CONFIG=/design/flow/config.mk WORK_HOME=/design/flow/orfs finish
==> config.mk <==
export PLATFORM = sky130hd
export DESIGN_NAME = Counter
export DESIGN_NICKNAME = Counter
export VERILOG_FILES = /design/flow/design.v
export SDC_FILE = /design/flow/constraint.sdc
export NUM_CORES = 4
export LEC_CHECK = 1
export CORE_UTILIZATION = 30
==> constraint.sdc <==
current_design Counter

set clk_period 13.3
set clk_io_pct 0.2

create_clock -name clk0 -period $clk_period

set non_clock_inputs [all_inputs -no_clocks]
set_input_delay [expr $clk_period * $clk_io_pct] -clock clk0 $non_clock_inputs
set_output_delay [expr $clk_period * $clk_io_pct] -clock clk0 [all_outputs]
==> results.cfg <==
; generated from flow reports
[sta]
slew-limit-headroom_pct = 48.76
fmax_ghz = 0.08097
layout_min_cycle_time_ns = 12.35
min_period_over_period_pct = 92.85
setup_repair_after_global_routing_missed_its_margin = no
setup_viol_count_final = 0
fin_tns_setup_ns = 0
timing.final.max_slew_violations = 0
fin_ws_ns = 0.9504
finalHoldViolations = 0
worst_slew_pin_slew_ns = 0.7616

[layout]
flow.area_growth_from_synthesis_pct = 14.88
most_common_logic_cells_in_the_final_layout = 234 x inv_1, 220 x fa_1, 102 x nand2_1
sequential_cell_total = 0
n_fill_cell = 2688
clkbuf_count = 0
final_layout_top_logic_cell = inv_1
storage_element_area_um2 = 0
drive_gt1_share_pct = 1.245
final_core_util_pct = 35.55
finish.cell_count_without_fillers = 1379

[run_status]
status = finished, final reports clean

[power]
static-leakage-power_nw = 4.326
p_int_mw = 0.5350
fin_total_pwr_mw = 1.053
switchingPower_mw = 0.5177
gate_power_share_pct = 100.0
power_dens_cells_nw_per_um2 = 112.4
sw_frac_of_total_pct = 49.18
worst_ir_drop_vdd_mv = 0.2605
power_share_of_the_sequential_group_pct = 0
p_clk_share_pct = 0

[routing]
drt_pass1_iterations = 5
detail_route.vias_per_cell = 4.582
detail_route.wl_per_cell_um = 16.62
detail_route.antenna_diodes = 0
wl_mm = 22.91
drt-initial-drc-count = 285
detailroute.via_count = 6319
drc_errors = 0
route.antenna.remaining_nets = 0

[clock_tree]
cts_hold_buffers_added = 0
postCtsSetupBuffers = 0
cts_resized = 0

[synth]
postSynthCellCount = 962
post_synth.cell_area_avg_um2 = 8.476
top_area_share_pct = 54.01
postSynthSeqShare_pct = 0
netlist-cell-type-count = 44
post_synthesis_cell_type_with_the_largest_combined_area = fa_1
ys_chip_area_um2 = 8154
synthesis.area_um2 = 8154
ys_cells = 962
ys.warnings.count = 0
ys_top_cells_by_area = fa_1 54%, inv_1 11%, nand2_1 4.7%, ha_1 4.4%, nor2b_1 4.1%

[setup_path]
arrival_ns = 9.69
worstPathMaxFanout = 10
critical_setup_path_kind = primary input to output pin
crit_path_end_kind = output pin
worstPathRequired_ns = 10.64
setup.worst_path.start_class = primary input

[die]
core_box_area_um2 = 26350
ios = 96
die_width_um = 166.9
total_die_area_um2 = 27840
core_util_floorplan_pct = 30.94
placementRows = 59
die.size.y_um = 166.9

[global_routing]
global_route.usage.total_pct = 18.45
grt_antenna_before_repair = 0
first_global_vias = 6885
grt_start_max_net_pins = 11
gr_ovfl_total = 0
grt_pass1_wl_mm = 37.24

[min_path]
holdCritPathClass = primary input to output pin

[place]
place.port_buffers = 85
post-dp-hpwl_mm = 21.21
placed_cells_incl_taps = 1379
finalWeightedCongestion = 0.9327
detailedPlace.worstSlack_ns = 1.021

[run]
max_cap_viol_count = 0
stage_log_warnings = 32
==> cell type report <==
type / count / area (um^2) / share of cell area [%]
well taps: 335 / 419.2 / 4.474
multi-input cells: 725 / 7219 / 77.07
repair buffers: 85 / 850.8 / 9.082
inverters: 234 / 878.3 / 9.376
==> logic make-up (layout without fill, tap and decap cells) <==
family / Yosys count / count (layout) / share of synthesized area [%]
adder cells (fa/ha/maj): 249 / 249 / 58.46
buffers and inverters: 262 / 319 / 12.61
AND/OR/NAND/NOR: 392 / 392 / 23.52
AND-OR/OR-AND: 42 / 42 / 3.698
XOR/XNOR: 15 / 15 / 1.611
other: 2 / 27 / 0.09210
==> routing by layer <==
metal  GRT usage [%]  vias up  share of wire (%)
met1           24.99     3046                 40
met4          0.4026        0               0.27
li1                -     3029                  -
met2           28.47      240                 46
met3           9.780        4                 13
met5               0        -                  0
==> power groups by stage <==
| stage | clock network [mW] | logic [mW] | registers (mW) |
|---|---|---|---|
| after CTS | 0 | 1.06 | 0 |
| after global routing | 0 | 1.21 | 0 |
| final | 0 | 1.05 | 0 |
==> cell usage after synthesis (2+ instances only) <==
master and count:
a211oi_1 3, nand2_1 102, or2_2 2, ha_1 29, nor2b_1 53, nand2b_1 24
a21oi_1 13, inv_1 234, o21ai_0 3, nand3_1 58, buf_2 3, nand4_1 13
and3_1 7, xnor2_1 6, nor3_1 38, xor2_1 9, nand4b_1 4, buf_4 11
o21ai_1 2, a21o_1 5, clkbuf_1 14, fa_1 220, nor2_1 70, nor4_1 10
a21oi_2 5, conb_1 2, and2_1 5
==> critical path: stages <==
cell and delay, ns:
clkdlybuf4s50_1 0.63, nor2b_1 0.26, nor4_1 0.66, fa_1 0.31
inv_1 0.06, fa_1 0.42, fa_1 0.54, inv_1 0.07
fa_1 0.49, fa_1 0.49, inv_1 0.05, fa_1 0.47
inv_1 0.04, ha_1 0.21, fa_1 0.45, a21oi_1 0.46
nor2_1 0.15, o21ai_2 0.22, a21oi_2 0.11, o41ai_2 0.30
xnor2_1 0.16, clkdlybuf4s50_1 0.48
==> stage by stage <==
stage / cell area (um^2) / hold slack [ns]
6_report: 9368 / 6.752
5_1_grt: 9368 / 6.839
4_1_cts: 9368 / 6.759
3_5_place_dp: 9368 / 6.755
3_3_place_gp: 9368 / 6.765
2_1_floorplan: 8248 / 5.586
==> final timing paths <==
| check | start | to | slack (ns) | cells past startpoint |
|---|---|---|---|---|
| setup / recovery | num[15] | score[18] | 0.95 | 22 |
| hold / removal | num[28] | score[0] | 6.75 | 4 |
Power is estimated from default activity; no workload was simulated.
